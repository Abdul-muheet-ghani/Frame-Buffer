==> flow/design.v <==
module display_cnt#(
    parameter RES = 0,
    parameter H_PIXELS = 799,
    parameter V_PIXELS = 525,
    parameter RTRN_HSYNC = 96,
    parameter RTRN_VSYNC = 2,
    parameter H_BACK_PORCH = 48,
    parameter V_BACK_PORCH = 33,
    parameter POS_DIV = $clog2(H_PIXELS/(RES))
)(
    input  wire           clk,
    output [POS_DIV-1:0]  pos_x_div,
    output [POS_DIV-1:0]  pos_y_div,
    output                active,
    output                o_hsync,
    output                o_vsync
);
    localparam HS_ACTIVE = RTRN_HSYNC + H_BACK_PORCH;  
    localparam HE_ACTIVE = RTRN_HSYNC + H_BACK_PORCH + 640;  
    localparam VS_ACTIVE = RTRN_VSYNC + V_BACK_PORCH;  
    localparam VE_ACTIVE = RTRN_VSYNC + V_BACK_PORCH + 480;  
    reg [9:0] counter_x = 0;   
    reg [9:0] counter_y = 0;   
    reg [9:0] pos_x = 0;
    reg [9:0] pos_y = 0;
    always @(posedge clk)  
    begin 
        counter_x <= (counter_x < (H_PIXELS-1)) ? counter_x + 1 : counter_x <= 0;  
        pos_x <= (counter_x > HS_ACTIVE && counter_x <= (HE_ACTIVE-1)) ? pos_x + 1 : pos_x <= 'b0;
        if (counter_x == (H_PIXELS-1)) 
        begin
            counter_y <= (counter_y < V_PIXELS) ? counter_y + 1 : counter_y <= 0;   
            pos_y <= (counter_y > VS_ACTIVE && counter_y <= (VE_ACTIVE-1)) ? pos_y + 1 : pos_y <= 'b0;
        end
    end 
    assign o_hsync = counter_x < RTRN_HSYNC;  
    assign o_vsync = counter_y < RTRN_VSYNC; 
    assign active =   (counter_x > HS_ACTIVE && counter_x <= (HE_ACTIVE-1) && counter_y > VS_ACTIVE && counter_y <= (VE_ACTIVE-1));  
    assign pos_x_div = pos_x[9:(RES-1)];
    assign pos_y_div = pos_y[9:(RES-1)];
endmodule
module draw_pattern#(
    parameter LOC_WIDTH = 9
)(
    input clk25MHz,
    input [LOC_WIDTH-1:0] pos_x,pos_y,
    input  active,
    output o_red,
    output o_blue,
    output o_green
);
    reg r_red   = 0;
    reg r_blue  = 0;
    reg r_green = 0;
    localparam SPR_WIDTH  = 8;
    localparam SPR_HEIGHT = 8;
    reg [0:SPR_WIDTH-1] bmap [SPR_HEIGHT:0];
    initial begin
        bmap[0]  = 8'b0011_1111;   
        bmap[1]  = 8'b0000_0011;   
        bmap[2]  = 8'b0000_0011;   
        bmap[3]  = 8'b0001_1111;   
        bmap[4]  = 8'b0000_0011;   
        bmap[5]  = 8'b0000_0011;   
        bmap[6]  = 8'b1100_0011;   
        bmap[7]  = 8'b1100_0000;   
    end
    always @ (posedge clk25MHz)
    begin
        r_red   <= (pos_x < 8 && pos_y < 8) ? bmap[pos_y][pos_x] : 1'b0;    
        r_blue  <= 1'b0;
        r_green <= 1'b0;
    end 
    assign o_red =   (active) ? r_red : 1'b0;
    assign o_blue =  (active) ? r_blue : 1'b0;
    assign o_green = (active) ? r_green : 1'b0;
endmodule
`timescale 1ns / 1ps
module vga_ctrl #(
    parameter RES = 0,
    parameter H_PIXELS = 799,
    parameter V_PIXELS = 525,
    parameter RTRN_HSYNC = 96,
    parameter RTRN_VSYNC = 2,
    parameter H_BACK_PORCH = 48,
    parameter V_BACK_PORCH = 33
)(
    input wire clk25MHz,            
    output o_hsync,                 
    output o_vsync,                 
    output o_red,                   
    output o_blue,                  
    output o_green                  
);
    localparam LOC_WIDTH = $clog2(640/RES);
    reg r_red = 0;
    reg r_blue = 0;
    reg r_green = 0;
    reg reset = 0;
    wire active;
    wire [LOC_WIDTH-1:0] pos_x;   
    wire [LOC_WIDTH-1:0] pos_y;   
    display_cnt #(
        .RES          (RES       ),
        .H_PIXELS     (H_PIXELS  ),
        .V_PIXELS     (V_PIXELS  ),
        .RTRN_HSYNC   (RTRN_HSYNC),
        .RTRN_VSYNC   (RTRN_VSYNC),
        .H_BACK_PORCH (H_BACK_PORCH),
        .V_BACK_PORCH (V_BACK_PORCH)
    ) u_display_cnt (
        .clk        (clk25MHz),
        .pos_x_div  (pos_x),
        .pos_y_div  (pos_y),
        .active     (active),
        .o_hsync    (o_hsync),
        .o_vsync    (o_vsync)
    ); 
    draw_pattern #(
        .LOC_WIDTH(LOC_WIDTH)
    ) u_draw_pattern(
        .clk25MHz   (clk25MHz),
        .pos_x      (pos_x),
        .pos_y      (pos_y),
        .active     (active),
        .o_red      (o_red),
        .o_blue     (o_blue),
        .o_green    (o_green)
    );
endmodule   
==> flow/run.sh <==
#!/bin/bash
# OpenROAD 26Q1-2900-gdf79404cd8, Yosys 0.63+post, stock flow scripts
make -C /OpenROAD-flow-scripts/flow DESIGN_CONFIG=/design/flow/config.mk WORK_HOME=/design/flow/orfs finish
==> flow/config.mk <==
export PLATFORM = sky130hd
export DESIGN_NAME = vga_ctrl
export DESIGN_NICKNAME = vga_ctrl
export VERILOG_FILES = /design/flow/design.v
export SDC_FILE = /design/flow/constraint.sdc
export NUM_CORES = 4
export LEC_CHECK = 1
export CORE_AREA = 10 10 91 91
export DIE_AREA = 0 0 101 101
==> flow/constraint.sdc <==
current_design vga_ctrl

set clk_period 2.9
set clk_io_pct 0.2

create_clock -name clk0 -period $clk_period [get_ports {clk25MHz}]

set non_clock_inputs [all_inputs -no_clocks]
set_input_delay [expr $clk_period * $clk_io_pct] -clock clk0 $non_clock_inputs
set_output_delay [expr $clk_period * $clk_io_pct] -clock clk0 [all_outputs]
==> impl_metrics.env <==
# implementation run metrics
export IMPL_cts_buffers_inserted=3
export IMPL_fp_utilization=0.171
export IMPL_wl_met1_um=1010
export IMPL_holdPathStages=1
export IMPL_ff_type="edfxtp_1"
export IMPL_grt_max_degree=13
export IMPL_crit_type="reg -> out"
export IMPL_p_per_area_nw_per_um2=459
export IMPL_status="finished clean"
export IMPL_drc_errors=0
export IMPL_drive_above_1_share=0.0948
export IMPL_routed_via_density=4.09
export IMPL_power_leakage_nw=0.454
export IMPL_r2r_slack_ns=1.16
export IMPL_core_region_area_um2=6350
export IMPL_clk_pin_slew_worst_paths_ns=0.08
export IMPL_post_route_period_util=0.839
export IMPL_fp_dieW_um=101
export IMPL_max_cap_violations=0
export IMPL_n_antenna_cell=0
export IMPL_cp_max_fo=7
export IMPL_dr_wl_met2_um=763
export IMPL_ir_drop_mv=0.237
export IMPL_cts_resized=0
export IMPL_timing_rr_start="u_display_cnt.counter_y[0]"
export IMPL_pin_count=6
export IMPL_hold_buffers=0
export IMPL_rsz0062_at_grt="false"
export IMPL_async_flop_share=0
export IMPL_cts_tree="yes"
export IMPL_cts_root_buf="clkbuf_8"
export IMPL_tool_warnings=29
export IMPL_r2r_cells=5
export IMPL_avgSynthCellArea_um2=9.67
export IMPL_wl_met3_um=113
export IMPL_cp_start_kind="flip-flop"
export IMPL_cts_setup_buffers=0
export IMPL_netlist_area_um2=1080
export IMPL_gp_congestion=0.794
export IMPL_hold_violations=0
export IMPL_htree_levels=1
export IMPL_grt_pass1_vias=758
export IMPL_drt_iter0_markers=42
export IMPL_rows=29
export IMPL_post_route_util=0.197
export IMPL_synth_cell_types=32
export IMPL_min_to="u_display_cnt.counter_x[0]"
export IMPL_arrival_ns=1.85
export IMPL_hp_class="reg -> reg"
export IMPL_drtAntennaViolNets=0
export IMPL_synthesis_instances=112
export IMPL_clock_latency_ns=0.26
export IMPL_fin_setup_tns_ns=0
export IMPL_synth_top_area_share=0.277
export IMPL_grt_pass1_wl_um=3510
export IMPL_min_period_ns=2.43
export IMPL_report_final_slew_viol_count=0
export IMPL_finalWirelength_um=1890
export IMPL_dr_total_vias=789
export IMPL_yosysTopAreaCell="edfxtp_1"
export IMPL_globalRouteTotalUtil=0.0401
export IMPL_wl_per_cell_um=9.81
export IMPL_port_buffers=2
export IMPL_min_delay_start="u_display_cnt.counter_x[0]"
export IMPL_ys_ff=20
export IMPL_firstDrtPassIters=4
export IMPL_grt_ovfl_total=0
export IMPL_cts_sinks=20
export IMPL_syn2layout_area_growth_pct=15.5
export IMPL_cts_path_max_buffers=2
export IMPL_clock_skew_final_ns=0.00435
export IMPL_edf_count=10
export IMPL_max_freq_mhz=411
export IMPL_die_height_um=101
export IMPL_hpwl_um=1280
export IMPL_grt_antenna_before_repair=0
export IMPL_critPathRequiredTime_ns=2.32
export IMPL_worstReg2RegEnd="u_display_cnt.counter_y[2]"
export IMPL_synth_seq_share=0.462
export IMPL_ys_cells=112
export IMPL_synthTopCellsByCount="dfxtp_1, edfxtp_1"
export IMPL_area_leaders="edfxtp_1, dfxtp_1, ha_1, or3_1, a21oi_1"
export IMPL_highest_layer="met4"
export IMPL_setup_viol=0
export IMPL_yosys_area_um2=1080
export IMPL_yosysWarnings=5
export IMPL_crit_start="u_display_cnt.counter_y[2]"
export IMPL_critPathCaptureType="primary output"
export IMPL_dieArea_um2=10200
-- worst max-delay path: stages (launching register included) --
cell and delay, ns:
edfxtp_1 0.50, or4_1 0.53, nor2_1 0.09, clkdlybuf4s50_1 0.46
-- sequential cells by signal (all words and copies together) (netlist names) --
signal,flops
u_display_cnt.counter_x,10
u_display_cnt.counter_y,10
-- metrics by stage --
| step | total power [mW] | cells | cell area (µm²) | setup slack, ns | hold slack [ns] |
|---|---|---|---|---|---|
| global route | 0.597 | 193 | 1250 | 0.346 | 0.501 |
| floorplan | 0.303 | 114 | 1090 | 1.29 | 0.430 |
| detailed placement | 0.300 | 189 | 1180 | 0.741 | 0.451 |
| global placement | 0.300 | 189 | 1180 | 0.764 | 0.446 |
| CTS | 0.582 | 193 | 1250 | 0.444 | 0.472 |
| finish | 0.575 | 193 | 1250 | 0.466 | 0.470 |
-- how the worst max path moves through the flow --
stage,to,slack [ns],depth (start not counted)
final,o_vsync,0.47,3
after global routing,o_vsync,0.35,3
after CTS,o_vsync,0.44,3
-- cell usage in the layout (no fill, tap or decap), types with 2 or more instances in the layout --
cell and instances:
xor2_1 2, clkbuf_8 3, nand4_1 3, nand4_2 2, conb_1 3, xnor2_1 3
a21oi_1 9, inv_1 9, nand3_1 5, edfxtp_1 10, dfxtp_1 10, ha_1 5
nor2_1 9, nor2b_1 2, nand2_1 6, o21ai_0 9, or3_1 9, clkdlybuf4s50_1 2
-- cell families after synthesis --
kind of cell    after synthesis  synth area share
other cells                   1           0.00346
simple gates                 43             0.241
fa+ha+maj                     5            0.0577
xor+xnor                      5            0.0404
compound gates               25             0.139
flops                        20             0.462
buf+inv                      13            0.0566
-- power by group --
part / switching [mW] / internal [mW]
logic: 0.000180 / 0
clock network: 0.0969 / 0.184
registers: 0 / 0.293
-- layout make-up --
class                           instances  area [µm²]
Inverter                                9        33.8
Multi-Input combinational cell         81         529
Clock buffer                            3        41.3
Timing Repair Buffer                    2        20.0
Fill cell                             676        5100
Tap cell                               77        96.3
Sequential cell                        20         500
Clock inverter                          1        30.0
-- metal layers --
| layer | up-vias | global-route usage |
|---|---|---|
| met1 | 369 | 0.0582 |
| met4 | 0 | 0.00429 |
| met2 | 11 | 0.0560 |
| met3 | 2 | 0.0166 |
| met5 | - | 0 |
| li1 | 407 | - |
No activity file was given, so power comes from the tool's default toggle rates.
